==> constraint.sdc <==
current_design PC

set clk_period 1.0
set clk_io_pct 0.2

create_clock -name clk0 -period $clk_period [get_ports {clk}]

set non_clock_inputs [all_inputs -no_clocks]
set_input_delay [expr $clk_period * $clk_io_pct] -clock clk0 $non_clock_inputs
set_output_delay [expr $clk_period * $clk_io_pct] -clock clk0 [all_outputs]
==> config.mk <==
export PLATFORM = sky130hd
export DESIGN_NAME = PC
export DESIGN_NICKNAME = PC
export VERILOG_FILES = /design/flow/design.v
export SDC_FILE = /design/flow/constraint.sdc
export NUM_CORES = 4
export LEC_CHECK = 1
export CORE_AREA = 10 10 78 78
export DIE_AREA = 0 0 88 88
==> design.v <==
`timescale 1ns/1ns
module PC(
    input clk,
    input [31:0]suma,
    output reg [31:0] PCout);
    initial begin
        PCout = 32'd0;
    end
    always @(negedge clk) begin
        PCout = suma;
    end
endmodule
==> run.sh <==
#!/bin/bash
# OpenROAD 26Q1-2900-gdf79404cd8, Yosys 0.63+post, stock flow scripts
make -C /OpenROAD-flow-scripts/flow DESIGN_CONFIG=/design/flow/config.mk WORK_HOME=/design/flow/orfs finish
==> GITHUB_STEP_SUMMARY <==
### Yosys + OpenROAD results

| Metric | Value |
|---|---|
| RSZ-0062 raised after global routing | `true` |
| Share of synthesized registers carrying an async set or reset | `0%` |
| Worst path max stage delay | `about 300 ps` |
| Post-synth top cells | `dfxtp_1, inv_1` |
| Yosys top cell by instances | `dfxtp_1` |
| Worst hold path class | `in2reg` |
| Total gr overflow | `0` |
| First-pass GRT wire length | `about 3300 um` |
| Net Sw Frac | `26.3%` |
| H-tree depth | `2` |
| Tool warnings | `~59` |
| Mapped Avg Cell Area | `19.5 sq um` |
| Slew at the pin with the worst max-slew slack | `between 60 and 70 ps` |
| Fin area | `~1400 sq um` |
| Fillcell total | `about 450` |
| Top cell type by total area after synthesis | `dfxtp_1` |
| Comb gate area | `0 sq um` |
| Warnings from Yosys | `1` |
| Cell Type Count | `2` |
| Placer congestion estimate | `roughly 0.66` |
| Failing checks | `setup timing` |
| Area share, top type | `99.4%` |
| Worst Setup SP | `PCout[17]` |
| Net Switching | `763 uW` |
| Final core occ | `around a third` |
| # port buffers | `64` |
| Seq cells post-synth | `32` |
| Delay-heaviest family, CP | `flip-flops` |
| Clock power frac | `between 40% and 50%` |
| Mux share | `0%` |
| Area Growth Syn to Fin | `116%` |
| Via-to-Cell Ratio | `between 3 and 4` |
| Post-CTS setup buffers | `0` |
| Power density over the cells | `2080 nW/um^2` |
| Number of CTS-inserted buffers | `5` |
| WP data required | `about 800 ps` |
| Xor/xnor share | `0%` |
| Reg power frac | `a little under half` |
| Die Y | `between 80 and 90 um` |
| CP max stage cell | `dfxtp_2` |
| Yosys stat chip area | `roughly 640 sq um` |
| Cells after synthesis | `33` |
| Arr. time, crit path | `about 1300 ps` |
| Mapped Area | `roughly 640 sq um` |
| Drt drc | `0` |
| Register area | `646 sq um` |
| Routed via count | `approximately 600` |
| Total power draw | `between 2000 and 3000 uW` |
| CTS tree | `done` |
| Worst VDD drop | `about 0.71 mV` |
| DRT iter0 DRCs | `3` |
| Status | `complete, but fails checks` |
| Root buffer cell | `clkbuf_8` |
| Final hold violation count | `0` |
| CP Capture Type | `output pin` |
| CP bufs+invs | `1` |
| Row count | `24` |
| Adder-cell share of the synthesized area | `0%` |
| CP cell instances | `buf_2` |
| FP Core Util | `between 10% and 20%` |
| Hold-fix buffers, CTS | `0` |
| Clock buffer depth | `2` |
| Maxcap violations | `0` |
| Post-synth EDFFs | `0` |
| Setup ws final | `-449 ps` |
| Die area | `between 7000 and 8000 sq um` |
| Crit Path Max Fanout | `1` |
| Dominant kind of combinational cell | `buffers and inverters` |
| Vias in the first global route | `752` |
| TritonRoute pass-1 iters | `4` |
| Dominant flop cell | `dfxtp_1` |
| Comb pwr share | `under 10%` |
| GRT Overall Usage | `~5.5%` |
| Complex Gates by Area | `0%` |
| Fraction of layout instances using a drive strength above 1 | `~30%` |
| Critical setup path kind | `reg2out` |
| Antenna cells | `0` |
| Hold_sp | `suma[6]` |
| Clock slew at reported path FFs | `about 30 ps` |
| Final HPWL DP | `approximately 1700 um` |
| Cells in synth_stat.txt | `33` |
| Synth Seq Share | `~100%` |
| Setup violators final | `32` |
| Crit path launch type | `flop` |
| Leakage | `0.000738 uW` |
| Routed WL | `between 2000 and 2500 um` |
| Synth top area cells | `dfxtp_1, inv_1` |
| Final Max Slew Viols | `0` |
| Final ANT Viol Nets | `0` |
| Largest net degree at the start of global routing | `10` |
| Internal power | `between 2000 and 2500 uW` |
| Multi-In Gates | `0` |
| Hold Slack | `a little over 800 ps` |
| Dpl ws | `-474 ps` |
| Initial antenna violation count | `0` |
| Post-Synth Simple-Gate Area | `0%` |
| IO Pins | `65` |
| Chip width | `88 um` |
| DR WL/cell | `between 10 and 15 um` |
| Placed instance area | `roughly 1400 sq um` |
| Rel. slew slack | `about 95%` |
| Sink Count | `32` |
| CORE AREA | `around 4400 sq um` |
| Number of flip-flops in the largest register | `32` |
stage by stage:
step	TNS, ps	std cells
5_1_grt	-14820	188
3_3_place_gp	-21450	149
4_1_cts	-14100	188
3_5_place_dp	-21530	149
2_1_floorplan	0	33
6_report	-13470	188
cells in the final DEF (no fill, tap or decap):
cell type	instances
buf_2	32
dfxtp_1	28
dfxtp_2	4
clkdlybuf4s50_1	32
clkbuf_8	5
inv_1	34
clkinvlp_2	1
layer usage:
metal	track usage [%]	vias to the layer above	share of wire [%]
met4	3.91	0	3.1
met2	6.88	49	44
li1	-	301	-
met5	0	-	0
met3	6.55	5	20
met1	4.62	247	32
cell families after synthesis:
| family | after synthesis |
|---|---|
| buf+inv | 1 |
| flops | 32 |
worst paths after layout:
check	end	slack [ps]	cells past startpoint
max	PCout[17]	-450	1
min	PCout[6]	810	1
area by class of cell:
| type | instances | area share [%] |
|---|---|---|
| clock buffers | 5 | 4.94 |
| clock inverters | 35 | 9.52 |
| flip-flops and latches | 32 | 46.4 |
| well taps | 52 | 4.67 |
| repair buffers | 64 | 34.5 |
power groups by stage:
| stage | Combinational (uW) | Clock, uW | Sequential (uW) |
|---|---|---|---|
| after global routing | 196 | 1580 | 1370 |
| final | 175 | 1360 | 1370 |
| after CTS | 182 | 1470 | 1370 |
timing repair:
item,CTS,global route
setup endpoints to repair,32,32
endpoints found under the hold margin,0,0
gates resized,98,2
Power figures rest on the tool's default switching activity, not on a simulated workload.
