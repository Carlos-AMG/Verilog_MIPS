===== /design/flow/design.v =====
`timescale 1ns/1ns
module Mux(
    input sel,
    input [31:0]int0,
    input [31:0]int1,
    output reg [31:0]out);
    always @*
     begin
         case(sel)
         1'b0:
         begin
             out = int0;
         end
         1'b1:
         begin
             out = int1;
         end
         endcase 
    end
endmodule

===== /design/flow/run.sh =====
#!/bin/bash
# OpenROAD 26Q1-2900-gdf79404cd8, Yosys 0.63+post, stock flow scripts
make -C /OpenROAD-flow-scripts/flow DESIGN_CONFIG=/design/flow/config.mk WORK_HOME=/design/flow/orfs finish

===== /design/flow/config.mk =====
export PLATFORM = sky130hd
export DESIGN_NAME = Mux
export DESIGN_NICKNAME = Mux
export VERILOG_FILES = /design/flow/design.v
export SDC_FILE = /design/flow/constraint.sdc
export NUM_CORES = 4
export LEC_CHECK = 1
export CORE_AREA = 10 10 71 71
export DIE_AREA = 0 0 81 81

===== /design/flow/constraint.sdc =====
current_design Mux

set clk_period 1.0
set clk_io_pct 0.2

create_clock -name clk0 -period $clk_period

set non_clock_inputs [all_inputs -no_clocks]
set_input_delay [expr $clk_period * $clk_io_pct] -clock clk0 $non_clock_inputs
set_output_delay [expr $clk_period * $clk_io_pct] -clock clk0 [all_outputs]

==> impl_metrics.env <==
# physical design summary
export IMPL_status="finished, violations left"
export IMPL_violations="negative setup slack"
export IMPL_chipHeight_microns=81
export IMPL_fp_dieW_microns=81
export IMPL_ant_nets=0
export IMPL_yosysCellCount=36
export IMPL_syn_to_final_growth_pct=192.2
export IMPL_antenna_found_initial=0
export IMPL_worst_slack_ps=-179.1
export IMPL_critPathMostFrequentCell="buf_12"
export IMPL_dp_cells=179
export IMPL_start_kind="primary input"
export IMPL_common_cells="mux2_4 (30), buf_12 (3), mux2_2 (2), buf_6 (1)"
export IMPL_crit_chain="buf_12 -> buf_12 -> buf_12 -> mux2_4 -> buf_6"
export IMPL_viasPerCell=3.824
export IMPL_whs_path_depth=3
export IMPL_hold_path_class="in -> out"
export IMPL_regArea_sq_um=0
export IMPL_vdd_drop_max_mv=0.1688
export IMPL_critPathRequiredTime_ps=800
export IMPL_fin_area_sq_um=1590
export IMPL_numPortBuffers=97
export IMPL_largest_area_cell="mux2_4"
export IMPL_period_used_pct=117.9
export IMPL_cp_buffers_inverters=4
export IMPL_wl_per_cell_microns=15.39
export IMPL_drcViolationCount=0
export IMPL_maxSlewViolCount=0
export IMPL_finalPower_uw=623.8
export IMPL_openroad_warnings=34
export IMPL_slew_headroom_pct=94.20
export IMPL_finalNonFillerCells=187
export IMPL_flops=0
export IMPL_min_to="out[29]"
export IMPL_die_area_sq_um=6561
export IMPL_firstDrtPassIters=2
export IMPL_rsz0062_at_grt="yes"
export IMPL_critPathKind="in -> out"
export IMPL_synth_cell_area_sq_um=544.3
export IMPL_leakage_nw=0.8722
export IMPL_fp_row_count=22
export IMPL_place_congestion=0.8322
export IMPL_yosysWarnings=1
export IMPL_cp_end_kind="output pin"
export IMPL_crit_path_max_incr_delay_ps=290
export IMPL_ys_seq_share_pct=0
export IMPL_clockBufferCount=0
export IMPL_crit_family="buffers and inverters"
export IMPL_dpl_instance_area_sq_um=1539
export IMPL_ys_chip_area_sq_um=544.3
export IMPL_power_density_nw_per_um2=392.3
export IMPL_final_min_clock_period_ps=1179
export IMPL_pin_count=97
export IMPL_max_freq_mhz=848.1
export IMPL_grt_pass1_wl_mm=4.140
export IMPL_syn_area_per_cell_sq_um=15.12
export IMPL_antennaDiodeCount=0
export IMPL_core_area_sq_um=3633
export IMPL_hold_viol_final=0
export IMPL_drive_gt1_share_pct=53.96
export IMPL_crit_cells=5
export IMPL_drv_cap=0
export IMPL_grt_pass1_vias=764
export IMPL_synth_distinct_cells=4
export IMPL_grt_max_degree=11
export IMPL_drtIter0Drc=3
export IMPL_synth_cells=36
export IMPL_worst_path_max_delay_cell="mux2_4"
export IMPL_wl_mm=2.877
export IMPL_grt_use_total_pct=7.789
export IMPL_yosysTopAreaCellShare_pct=82.76
export IMPL_initCoreUtil_pct=14.98
export IMPL_tightestPinTransition_ps=86.96
export IMPL_synth_top_cell_by_count="mux2_4"
export IMPL_area_leaders="mux2_4 (83%), buf_12 (11%), mux2_2 (4.1%)"
export IMPL_path_max_fanout=6
export IMPL_setup_viol_count_final=32
export IMPL_worstPathArrival_ps=980
export IMPL_hpwl_mm=2.496
export IMPL_hold_start="int1[29]"
export IMPL_num_vias=715
export IMPL_whs_ps=690.5
export IMPL_grt_overflow_total=0
## layer usage
layer  global-route usage (%)  vias to the layer above  part of all wire (%)
met2                    14.25                       50                    50
li1                         -                      345                     -
met5                        0                        -                     0
met1                    9.026                      320                    37
met3                    2.784                        0                    12
met4                        0                        0                     0
## layout by cell type, fill, tap and decap left out
cell / count
mux2_2: 1
dlygate4sd2_1: 51
buf_4: 1
clkdlybuf4s50_1: 9
mux2_4: 31
buf_2: 13
buf_6: 23
buf_16: 2
buf_12: 4
dlymetal6s2s_1: 4
## final cells by class
class,count,area [sq um]
multi-input cells,32,476.7
repair buffers,107,1054
fillers,357,2043
well taps,48,60.06
## worst max-delay path by stage
stage             from      end  slack (ps)
CTS                sel   out[4]        -180
global route  int1[31]  out[31]        -200
finish             sel   out[4]        -180
## report_power, final
part           leakage [nW]  internal, mW  switching [mW]
sequential                0             0               0
combinational         0.872         0.487           0.137
clock                     0             0               0
## tightest hold or removal path: stages
cell	delay, ps
dlymetal6s2s_1	80
mux2_4	130
buf_2	80
## through the flow
step           setup TNS [ps]  util, %  setup slack, ps
6_report                -3304    43.77           -179.1
2_1_floorplan               0        -            66.90
5_1_grt                 -3864    43.77           -196.5
4_1_cts                 -3621    42.32           -181.0
3_3_place_gp           -15610    42.36           -504.1
3_5_place_dp           -15810    42.36           -512.3
## cell families (layout without fill, tap and decap cells)
logic type	count (synthesis)	after routing	share of synthesized area (%)
multiplexers	32	32	86.90
buffers and inverters	4	107	13.10
## what timing repair did
| item | CTS | global route |
|---|---|---|
| endpoints found under the setup margin | 32 | 32 |
| gates resized | 171 | 10 |
| hold buffers | 0 | 0 |
| setup buffers | 5 | 1 |
| gates cloned | 2 | 0 |
Power and IR drop assume default switching activity.
