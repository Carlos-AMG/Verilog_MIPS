==> ./design.v <==
`timescale 1ns/1ns
module ALU(
    input [2:0] sel,
    input [31:0] op1,
    input [31:0] op2,
    output reg ZF,
    output reg [31:0] res);
    always @* begin
        case (sel)
            3'b000:
            begin
                res = op1 + op2;
            end 
            3'b010:
            begin 
                res = op1 - op2;
            end
            3'b011: 
            begin
                res = op1||op2;
            end
            3'b100:
            begin 
                res = op1 & op2;
            end 
            3'b101:
            begin
               res =(op1<op2)?1:0;
            end
            3'b110: 
            begin
                res = op1 * op2;
            end
            3'b111:
            begin
                res = 0;
            end 
        endcase
            if(res==0)
            begin
                ZF = 1'd1;
            end
            else
            begin
                ZF = 1'd0;
            end
    end
endmodule
==> ./run.sh <==
#!/bin/bash
# OpenROAD 26Q1-2900-gdf79404cd8, Yosys 0.63+post, stock flow scripts
make -C /OpenROAD-flow-scripts/flow DESIGN_CONFIG=/design/flow/config.mk WORK_HOME=/design/flow/orfs finish
==> ./config.mk <==
export PLATFORM = sky130hd
export DESIGN_NAME = ALU
export DESIGN_NICKNAME = ALU
export VERILOG_FILES = /design/flow/design.v
export SDC_FILE = /design/flow/constraint.sdc
export NUM_CORES = 4
export LEC_CHECK = 1
export CORE_UTILIZATION = 50
==> ./constraint.sdc <==
current_design ALU

set clk_period 15.6
set clk_io_pct 0.2

create_clock -name clk0 -period $clk_period

set non_clock_inputs [all_inputs -no_clocks]
set_input_delay [expr $clk_period * $clk_io_pct] -clock clk0 $non_clock_inputs
set_output_delay [expr $clk_period * $clk_io_pct] -clock clk0 [all_outputs]
==> metrics.cfg <==
[final_timing]
layout_min_cycle_time_ns = 15.33
hold_viol_final = 0
untimed_endpoints = 64
fin_setup_tns_ns = 0
fin_crit_sh_pct = 98.29
setup_violations = 0
relSlewSlack_pct = 39.96
maxSlewViolCount = 0
clock.fmax_ghz = 0.06522
rsz0062_at_grt = no
worst_pin_slew_ns = 0.8912
setup_slack_ns = 0.2670
unclocked_pins = 32

[placed_design]
place_area_um2 = 23210
dp_hpwl_mm = 62.85
place_congestion = 1.025
dpl_worst_slack_ns = 0.3799
portBuffers = 100

[route]
finalWirelength_mm = 76.12
drtPass1Iterations = 6
antenna_left = 0
num_vias = 18453
wl_per_cell_um = 24.12
drc = 0
first_iter_violations = 1281
vias_per_cell = 5.847

[setup_path]
arrival_ns = 12.21
critPathLaunchType = input pin
critPathSlowestCell = clkdlybuf4s50_1
crit_fanout = 7
cp_slowest_stage_delay_ns = 0.69
crit_required_ns = 12.48
worstSetupEndpointType = primary output
crit_type = in2out
cpMostUsedCell = fa_1

[yosys]
ys_dominant_reg_cell = dlxtn_1
ys_ff = 32
ys_area_um2 = 21250
edf_count = 0
avgSynthCellArea_um2 = 8.312
netlist_area_um2 = 21250
yosysWarnings = 1
ys_cells = 2556
synthDistinctLibCells = 78
synthCells = 2556
async_flop_share_pct = 0

[floorplan]
die_x_um = 208.1
io_pins = 100
die-area_um2 = 43320
num_rows = 75
initCoreUtil_pct = 50.65
fp.coreArea_um2 = 41950
die_y_um = 208.1

[global_routing]
grt_max_degree = 35
grtUsageTotal_pct = 38.69
grt_pass1_vias = 19214
overflow = 0
antenna_found_initial = 3
grt_pass1_wl_mm = 117.7

[layout]
stdcell_area_um2 = 23230
syn2layout_area_growth_pct = 9.352
largest_reg_flops = 32
fin_util_pct = 55.39
drive_gt1_share_pct = 4.860

[flow_run]
max_cap_violations = 0
warnings = 64

[min_path]
min_from = op1[12]
hold_path_end = ZF
holdPathStages = 10
min_path_type = in2out

[outcome]
status = finished clean

[cts]
hold_buffers = 0

-- layout by cell type, fill, tap and decap left out, types with 15 or more instances in the layout --
master	count
inv_1	447
fa_1	410
and2_1	285
nand2_1	273
ha_1	187
nor2_1	106
buf_4	97
clkdlybuf4s50_1	96
xnor2_1	74
a21oi_1	72
o21ai_0	55
dlxtn_1	32
nor4_1	28
nor3_1	26
nand3_1	24
a21o_1	22
a31oi_1	21
nand2b_1	20
a211oi_1	20
nor2b_1	19
o211ai_1	15
o21bai_1	15
xor2_1	15
-- cell families after synthesis --
kind of cell / after synthesis / share of synthesized area [%]
adder cells (fa/ha/maj): 597 / 49.65
AND-OR/OR-AND: 380 / 12.74
buffers and inverters: 594 / 10.49
XOR/XNOR: 89 / 3.669
latches: 32 / 2.261
multiplexers: 11 / 0.5242
AND/OR/NAND/NOR: 853 / 20.67
-- worst max-delay path by stage --
stage | depth (start not counted) | slack (ns) | endpoint | start
CTS | 28 | 0.31 | ZF | op2[4]
global route | 27 | 0.003 | ZF | op1[4]
finish | 26 | 0.27 | ZF | op1[9]
-- cells in the mapped netlist (all sizes together), types with 11 or more instances --
cell,count,area [um^2]
a211oi,20,150.1
a21o,22,165.2
a21oi,72,360.4
a221oi,14,122.6
a31oi,21,131.4
and2,285,1783
clkbuf,140,525.5
dlxtn,32,480.5
fa,410,8208
ha,187,2340
inv,447,1678
nand2,273,1025
nand2b,20,125.1
nand3,24,120.1
nand4,14,87.58
nor2,107,401.6
nor2b,19,118.9
nor3,26,130.1
nor4,29,187.7
o2111ai,11,96.34
o211ai,15,112.6
o21a,12,90.09
o21ai,57,285.3
o21bai,15,112.6
o31ai,14,105.1
or3,12,75.07
xnor2,74,648.1
xor2,15,131.4
-- layer usage --
| metal | vias to the layer above | routed length [um] | track usage, % |
|---|---|---|---|
| met5 | - | 0 | 0 |
| met4 | 0 | 4125 | 15.53 |
| li1 | 8275 | - | - |
| met2 | 899 | 34290 | 56.95 |
| met1 | 9099 | 29830 | 54.59 |
| met3 | 180 | 7879 | 13.43 |
-- critical path: cells and delay by family --
kind	cells	cell delay [ns]
compound gates	6	1.35
buf+inv	6	1.64
simple gates	4	1.37
fa+ha+maj	10	4.70
-- repair_timing --
| item | CTS | global route |
|---|---|---|
| resized | 0 | 4 |
| endpoints found under the setup margin | 0 | 1 |
| buffers inserted | 0 | 0 |
-- per-stage QoR --
stage / instances / hold WS [ns]
detailed placement: 3152 / 7.776
finish: 3156 / 7.764
global placement: 3152 / 7.828
floorplan: 2556 / 6.569
CTS: 3152 / 7.783
global route: 3154 / 7.833
-- layout make-up --
cell class	instances	area, um^2
Antenna cell	4	10.01
Fill cell	3906	18710
Inverter	449	1685
Multi-Input combinational cell	1930	18540
Sequential cell	32	480.5
Tap cell	539	674.4
Timing Repair Buffer	202	1839
